`flow/design.v`:
```
module plic #(
    parameter ndev = 8,
    parameter ctxt = 2
)(
    input logic clk,
    input logic rst,
    input  logic [ndev-1:0] int_vect,  
    output logic     [63:0] int_pend,  
    input  logic [27:0] s_axi_awaddr,
    input  logic        s_axi_awvalid,
    output logic        s_axi_awready,
    input  logic [31:0] s_axi_wdata,
    input  logic        s_axi_wvalid,
    output logic        s_axi_wready,
    output logic  [1:0] s_axi_bresp,
    output logic        s_axi_bvalid,
    input  logic        s_axi_bready,
    input  logic [27:0] s_axi_araddr,
    input  logic        s_axi_arvalid,
    output logic        s_axi_arready,
    output logic [31:0] s_axi_rdata,
    output logic  [1:0] s_axi_rresp,
    output logic        s_axi_rvalid,
    input  logic        s_axi_rready
);
    localparam wdev = (ndev - 1 >> 5) + 1 <= 2 ? 2 : (ndev - 1 >> 5) + 1;
    logic             [31:0] prioriti [ndev-1:0];
    logic   [wdev-1:0][31:0] pending;
    logic   [wdev-1:0][31:0] enable   [ctxt-1:0];
    logic             [31:0] threshold[ctxt-1:0];
    logic             [27:0] waddr;
    logic             [31:0] wdata;
    logic [$clog2(ctxt)-1:0] ct;
    logic [$clog2(ndev)-1:0] index[ctxt-1:0];
    always_comb s_axi_bresp = 0;
    always_comb s_axi_rresp = 0;
    always_comb for (int c = 0; c < ctxt; c++) begin
        index[c] = 0;
        for (int i = 0; i < ndev; i++)
            if (pending[i >> 5][i & 31] & enable[c][i >> 5][i & 31] & prioriti[i] > threshold[c] &
                (index[c] == 0 | prioriti[i] > prioriti[index[c]]))
                index[c] = $clog2(ndev)'(i);
    end
    always_comb ct = $clog2(ctxt)'(s_axi_araddr >> 12);
    always_ff @(posedge clk) if (rst) begin
        s_axi_arready <= 1;
        s_axi_rvalid  <= 0;
        s_axi_bvalid  <= 0;
        s_axi_awready <= 1;
        s_axi_wready  <= 1;
        pending       <= 0;
        int_pend      <= 0;
    end else begin
        for (int i = 1; i < ndev; i++) if (int_vect[i]) pending[i >> 5][i & 31] <= 1;
        if (s_axi_arvalid & s_axi_arready) begin  
            s_axi_arready <= 0;
            s_axi_rvalid  <= 1;
            if (s_axi_araddr < 28'hc001000)
                s_axi_rdata <= prioriti[$clog2(ndev)'(s_axi_araddr >> 2)];
            else if (s_axi_araddr >= 28'hc001000 & s_axi_araddr < 28'hc002000)
                s_axi_rdata <= pending[$clog2(wdev)'(s_axi_araddr >> 5)];
            else if (s_axi_araddr >= 28'hc002000 & s_axi_araddr < 28'hc200000)
                s_axi_rdata <= enable[$clog2(ctxt)'(s_axi_araddr >> 7)][$clog2(wdev)'(s_axi_araddr >> 5)];
            else if (s_axi_araddr >= 28'hc200000)
                if      (s_axi_araddr[3:0] == 4'h0) s_axi_rdata <= threshold[ct];
                else if (s_axi_araddr[3:0] == 4'h4) begin  
                    s_axi_rdata <= 32'(index[ct]);
                    pending[32'(index[ct]) >> 5][32'(index[ct]) & 31] <= 0;
                end
        end
        if (~s_axi_awready & ~s_axi_wready & ~s_axi_bvalid) begin  
            s_axi_bvalid <= 1;
            if (waddr < 28'hc001000)
                prioriti[$clog2(ndev)'(waddr >> 2)] <= wdata;
            else if (waddr >= 28'hc002000 & waddr < 28'hc200000)
                enable[$clog2(ctxt)'(waddr >> 7)][$clog2(wdev)'(waddr >> 5)] <= wdata;
            else if (waddr >= 28'hc200000)
                if      (waddr[3:0] == 4'h0) threshold[$clog2(ctxt)'(waddr >> 12)] <= wdata;
                else if (waddr[3:0] == 4'h4)  
                    ;
        end
        if (s_axi_rvalid  & s_axi_rready)  {s_axi_rvalid, s_axi_arready}               <= 1;  
        if (s_axi_bvalid  & s_axi_bready)  {s_axi_bvalid, s_axi_awready, s_axi_wready} <= 3;  
        if (s_axi_awvalid & s_axi_awready) {s_axi_awready, waddr} <= {1'b0, s_axi_awaddr};    
        if (s_axi_wvalid  & s_axi_wready)  {s_axi_wready,  wdata} <= {1'b0, s_axi_wdata};     
        int_pend <= 0;
        for (int c = 0; c < ctxt; c++)
            int_pend[c[0] ? 9 : 11] <= |index[c];
    end
endmodule
```
`flow/run.sh`:
```
#!/bin/bash
# OpenROAD 26Q1-2900-gdf79404cd8, Yosys 0.63+post, stock flow scripts
make -C /OpenROAD-flow-scripts/flow DESIGN_CONFIG=/design/flow/config.mk WORK_HOME=/design/flow/orfs finish
```
`flow/config.mk`:
```
export PLATFORM = sky130hd
export DESIGN_NAME = plic
export DESIGN_NICKNAME = plic
export VERILOG_FILES = /design/flow/design.v
export SDC_FILE = /design/flow/constraint.sdc
export NUM_CORES = 4
export LEC_CHECK = 1
export CORE_UTILIZATION = 40
```
`flow/constraint.sdc`:
```
current_design plic

set clk_period 42.6
set clk_io_pct 0.2

create_clock -name clk0 -period $clk_period [get_ports {clk}]

set non_clock_inputs [all_inputs -no_clocks]
set_input_delay [expr $clk_period * $clk_io_pct] -clock clk0 $non_clock_inputs
set_output_delay [expr $clk_period * $clk_io_pct] -clock clk0 [all_outputs]
```
==> summary.txt <==
Notes on the flow outputs.

- The overall die area is 0.135 sq mm.
- Post-synth the commonest register cell is sky130_fd_sc_hd__edfxtp_1.
- After technology mapping, the gate count stands at 5334.
- The number of buffers inserted to repair setup after CTS reads 0.
- The total vias in the final route is 47100.
- The number of cells traversed by the worst hold path is 1.
- The summed instance area of the synthesized netlist is 0.0536 sq mm.
- The first-iteration detailed-routing DRC count is 5165.
- Summed over all nets, the half-perimeter wirelength after detailed placement is 173 mm.
- The global routing usage summed across all routing layers reads 0.346.
- The switching power total reads 0.373 mW.
- The count of library flops with an enable pin is 535.
- The power report attributes to the combinational group a share of 0.118.
- The portion of synthesized area spent on multiplexers is 0.118.
- The report puts the cell count of the worst reg-to-reg path at 83.
- In the Yosys report the total cell count is 5334.
- The script computed the net switching share of total power as 0.258.
- In this run the clock root is driven by a sky130_fd_sc_hd__clkbuf_16.
- The TritonCTS clock tree reads done.
- The die span in y is 368 um.
- The core box area is 0.132 sq mm.
- The total power consumption of the routed design is 1.45 mW.
- Gates resized during post-CTS repair numbered 0.
- The worst reg-to-reg setup slack is 16310 ps.
- The average instance area after synthesis is 10.0 sq um.
- The share of the cycle needed by the critical path after routing reads 0.617.
- The top-level port count is 208.
- The cell with the largest stage delay on the worst path reads sky130_fd_sc_hd__a311oi_2.
- The element type at the critical path start is a flip-flop.
- The arrival time at the worst endpoint is 26840 ps.
- The class of the tightest hold or removal check is reg2reg.
- Looking at the reg2reg group, the worst path ends at pending[0].
- The fraction of the core area covered by cells at the end of the flow is 0.454.
- The first-pass detailed-route iteration total is 8.
- The quantity of hold-fixing buffers added after cts is 0.
- The floorplan utilization is 0.405.
- Per the final timing report, the hold violations number 0.
- The maximum achievable frequency reads 38.0 MHz.
- The leakage power is 24.4 nW.
- The share of total power dissipated in the clock network is 0.426.
- At the pin with the least slew margin, the transition time is 1130 ps.
- The tree built by TritonCTS fans out to 606 sinks.
- In this run the remaining antenna-violating nets after routing total 0.
- The clock-pin slew on the worst setup and hold paths is 70 ps.
- The tally of unique sky130hd cells used after synthesis reads 104.
- The number of port buffers is 130.
- The internal power contribution reads 1.07 mW.
- The worst IR drop on VDD is 0.0382 mV.
- Of the total synthesized cell area, the portion taken by full adders, half adders and majority gates is 0.195.
- Endpoints with negative setup slack in the final report add up to 0.
- The simple logic cell fraction of the synthesized area is 0.130.
- The cell area after placement is 0.0577 sq mm.
- The flow ran to the end, and the final reports show no timing, DRC or antenna violations.
- The startpoint identified for the worst register-to-register timing path is prioriti[1][11].
- The power per standard cell area reads 24.1 mW/mm^2.
- The share of the yosys chip area belonging to registers is 0.326.
- The critical path's largest stage delay reads 770 ps.
- The start point of the worst min-delay path is pending[0].
- The global placement routability congestion is 1.10.
- The design area reads 0.0600 sq mm.
- Setup repair after global routing left no endpoint under its margin.
- The element type at the critical path end is a flip-flop.
- The pin count of the biggest net entering global routing reads 68.
- The final max-slew violation count recorded for this run is 0.
- The cell-mix breakdown from Yosys lists the XOR/XNOR area share as 0.
- The class of the most critical setup path is reg2reg.
- Per the CTS log, the buffer count on the longest clock path is 3.
- The largest combinational cell category by area is adder cells.
- The count of max-cap constraint violations reads 0.
- The clock latency of the later-clocked register in the worst-skew pair reads 680 ps.
- The mean number of vias per cell reads 6.44.
- The CTS H-tree depth is 3.
- The post-detailed-route wirelength per cell is 31.1 um.
- The yosys synthesis warning count is 2.
- The clock arrives with 40.3 ps of skew.
- The maximum fanout along the worst path is 50.
- The OpenROAD warning count is 36.
- The hold path endpoint reads pending[0].
- The async set or reset register ratio after synthesis is 0.
- Per the run report, area growth between synthesis and finish was 12.1%.
- The data required time at the worst endpoint reads 43150 ps.
- The remaining global-route overflow reads 0.
- The normalized max-slew margin reads 0.241.
- The chip area from the yosys synthesis statistics reads 0.0536 sq mm.
- The layout summary lists the proportion of cells stronger than drive strength 1 as 0.110.
- The synthesis-stage register bit count reads 606.
- Summed over all failing endpoints, the final setup total negative slack is 0 ps.
- The routed wire length is 227 mm.
- The number of antenna violations at the first check in global routing reads 3.
- The part of the total power dissipated in sequential elements is 0.456.
- The final routed DRC violation total reads 0.
- The final critical delay including setup and external delays reads 26290 ps.
- The number of standard-cell rows in the floorplan is 133.
- The first-pass GRT wire length reads 321 mm.
- The die is 368 um wide.
- The cell-mix breakdown from Yosys lists the compound-gate area share as 0.186.
- The total clock buffers created by CTS is 66.
- The via count of the first global-routing pass reads 45300.
[per-stage QoR]
stage	setup slack [ps]	instances	hold slack, ps
after CTS	16630	7304	462
after floorplan	23170	5399	408
after global placement	16800	7182	448
after global routing	15460	7304	473
after detailed placement	16740	7182	454
final	16310	7308	461
[per-layer routing]
metal | global-route usage | routed length [um] | up-vias
li1 | - | - | 21200
met1 | 0.474 | 89400 | 22600
met2 | 0.488 | 95100 | 2818
met3 | 0.159 | 31500 | 424
met4 | 0.128 | 10900 | 6
met5 | 0.0150 | 219 | -
[area by class of cell]
cell class | count | area, sq um
Antenna cell | 4 | 10.0
Clock buffer | 83 | 1760
Clock inverter | 39 | 548
Fill cell | 12300 | 72100
Inverter | 155 | 582
Multi-Input combinational cell | 4278 | 34300
Sequential cell | 606 | 17500
Tap cell | 1755 | 2200
Timing Repair Buffer | 388 | 3210
[layout by cell type (no fill, tap or decap), types with 71 or more instances in the layout]
master	instances
sky130_fd_sc_hd__clkdlybuf4s50_1	123
sky130_fd_sc_hd__ha_1	834
sky130_fd_sc_hd__mux4_2	96
sky130_fd_sc_hd__buf_4	260
sky130_fd_sc_hd__nand4_1	151
sky130_fd_sc_hd__a221oi_1	78
sky130_fd_sc_hd__nand2_1	462
sky130_fd_sc_hd__nor2b_1	134
sky130_fd_sc_hd__inv_1	155
sky130_fd_sc_hd__nor2_1	167
sky130_fd_sc_hd__mux2i_1	349
sky130_fd_sc_hd__o21ai_0	209
sky130_fd_sc_hd__nor3_1	82
sky130_fd_sc_hd__dfxtp_1	71
sky130_fd_sc_hd__nand3_1	121
sky130_fd_sc_hd__edfxtp_1	535
sky130_fd_sc_hd__a221o_1	78
sky130_fd_sc_hd__a21o_1	136
sky130_fd_sc_hd__a21oi_1	494
sky130_fd_sc_hd__a211oi_1	81
[critical path: cells and delay by family (launching register included)]
kind | cells | cell delay (ps)
AOI/OAI and AO/OA | 35 | 10640
adders and majority gates | 9 | 2590
buffers and inverters | 9 | 3320
DFF | 1 | 520
muxes | 5 | 1270
and+or+nand+nor | 25 | 7700
[worst max-delay path by stage]
stage | from | to | slack, ps | cells past startpoint
5_1_grt | prioriti[1][13] | pending[0] | 15460 | 83
4_1_cts | prioriti[1][11] | pending[0] | 16630 | 83
6_report | prioriti[1][11] | pending[0] | 16310 | 83
[cells in the mapped netlist (134+ instances only)]
cell type / n / area (sq um)
sky130_fd_sc_hd__a21o_1: 136 / 1020
sky130_fd_sc_hd__a21oi_1: 499 / 2500
sky130_fd_sc_hd__clkbuf_1: 170 / 638
sky130_fd_sc_hd__edfxtp_1: 535 / 16100
sky130_fd_sc_hd__ha_1: 834 / 10400
sky130_fd_sc_hd__inv_1: 155 / 582
sky130_fd_sc_hd__mux2i_1: 349 / 3490
sky130_fd_sc_hd__nand2_1: 462 / 1730
sky130_fd_sc_hd__nand4_1: 151 / 945
sky130_fd_sc_hd__nor2_1: 182 / 683
sky130_fd_sc_hd__nor2b_1: 134 / 838
sky130_fd_sc_hd__o21ai_0: 209 / 1050
[flip-flops by register name (all words and copies together) (netlist names)]
signal and count:
enable 128, int_pend 2, s_axi_rdata 32, waddr 23
threshold 64, wdata 32, s_axi_wready 1, s_axi_awready 1
s_axi_bvalid 1, prioriti 256, s_axi_rvalid 1, pending 64
s_axi_arready 1
[power groups by stage]
stage,Clock [mW],Combinational (mW),Sequential [mW]
after CTS,0.626,0.168,0.659
after global routing,0.648,0.184,0.660
final,0.616,0.171,0.659
[kinds of logic after synthesis]
family,count (synthesis)
compound gates,1489
simple gates,1384
fa+ha+maj,834
flops,606
buf+inv,515
mux,505
other cells,1
Power figures rest on the tool's default switching activity, not on a simulated workload.
