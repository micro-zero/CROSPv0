--- design/flow/design.v ---
package types;
typedef struct packed {
    logic [7:0] id;                   
    logic [64:0] br;                  
    logic [63:0] pc;                  
    logic [7:0] num;                  
    logic [3:0][4:0] bank;            
    logic [3:0][7:0] pat, patb;       
    logic [3:0][15:0] gh;             
    logic [3:0][4:1][15:0] ghi, ght;  
} pcg_bundle_t;
typedef struct packed {
    logic valid;                 
    logic [63:0] pc, pnpc;       
    logic [31:0] ir;             
    logic [4:0] bank;            
    logic [7:0] pat, patb;       
    logic [15:0] gh;             
    logic [4:1][15:0] ghi, ght;  
    logic [1:0] af, pf;          
    logic call, ret;             
    logic branch, jal, jalr;
} fet_bundle_t;
typedef struct packed {
    logic [15:0] opid;           
    logic  [7:0] brid;           
    logic  [7:0] ldid, stid;     
    logic [1:0] af, pf;          
    logic call, ret;             
    logic [63:0] pc, pnpc;       
    logic [31:0] ir;             
    logic [4:0] bank;            
    logic [7:0] pat, patb;       
    logic [15:0] gh;             
    logic [4:1][15:0] ghi, ght;  
    logic [2:0] delta;           
    logic [4:0] fu;              
    logic [63:0] funct;          
    logic safe;                  
    logic [64:0] base;           
    logic [63:0] offset;         
    logic [64:0] a, b;           
    logic [1:0][6:0] rsa;        
    logic      [6:0] rda;        
    logic branch, jal, jalr;  
} dec_bundle_t;
typedef struct packed {
    logic [15:0] opid;
    logic [7:0] brid;
    logic [7:0] ldid, stid;
    logic [4:0] bank;
    logic [7:0] pat, patb;
    logic [15:0] gh;
    logic [4:1][15:0] ghi, ght;
    logic [63:0] pc, pnpc;
    logic [31:0] ir;
    logic [2:0] delta;
    logic [4:0] fu;
    logic [63:0] funct;
    logic [64:0] base;
    logic [63:0] offset;
    logic [64:0] a, b;
    logic [1:0][15:0] prsa;  
    logic [1:0][15:0] prda;  
    logic branch, jal, jalr;
} ren_bundle_t;
typedef struct packed {
    logic [15:0] opid;
    logic [7:0] brid;
    logic [7:0] ldid, stid;
    logic [2:0] delta;
    logic [4:0] bank;
    logic [7:0] pat, patb;
    logic [15:0] gh;
    logic [4:1][15:0] ghi, ght;
    logic [63:0] pc, pnpc;
    logic [31:0] ir;
    logic [4:0] fu;
    logic [63:0] funct;
    logic [64:0] base;
    logic [63:0] offset;
    logic [64:0] a, b;
    logic [1:0]       prsb;
    logic [1:0][63:0] prsv;
    logic [1:0][15:0] prda;
    logic branch, jal, jalr;
} iss_bundle_t;
typedef struct packed {
    logic [15:0] opid;           
    logic [7:0] brid;            
    logic [7:0] ldid, stid;      
    logic [2:0] delta;           
    logic [63:0] pc, npc;        
    logic [15:0] prda;           
    logic [63:0] prdv;           
    logic  [7:0] cause;          
    logic  [2:0] eret;           
    logic [63:0] tval;           
    logic  [4:0] fflags;         
    logic  [4:0] bank;           
    logic  [7:0] pat, patb;      
    logic [15:0] gh;             
    logic [4:1][15:0] ghi, ght;  
    logic specul;                
    logic misp;                  
    logic mem, csr;              
    logic fencei;                
    logic [2:0] sfence;          
    logic flush, retry;          
    logic branch, jal, jalr;
} exe_bundle_t;
typedef struct packed {
    logic [15:0] opid;       
    logic [7:0] brid;        
    logic [7:0] ldid, stid;  
    logic [2:0] delta;       
    logic call, ret;         
    logic [31:0] ir;         
    logic [63:0] pc;         
    logic rollback;          
    logic       [6:0] lrda;  
    logic [1:0][15:0] prda;  
} com_bundle_t;
typedef struct packed {
    logic [15:0] opid, topid;      
    logic [7:0] brid, ldid, stid;  
    logic [2:0] delta;             
    logic [4:0] bank;              
    logic [7:0] pat, patb;         
    logic [15:0] gh;               
    logic [4:1][15:0] ghi, ght;    
    logic [63:0] pc, npc;          
    logic rollback;                
    logic branch, jal, jalr;       
} red_bundle_t;
typedef struct packed {
    logic [15:0] opid;
    logic [7:0] brid, ldid, stid;
    logic [63:0] pc;
    logic [31:0] ir;
    logic [2:0] delta;
    logic call, ret;
    logic [1:0][6:0] lrsa;
    logic [6:0] lrda;
} rob_dec_t;
typedef struct packed {
    logic [1:0][15:0] prda;
} rob_ren_t;
typedef struct packed {
    logic [7:0] cause;   
    logic [2:0] eret;    
    logic [4:0] fflags;  
    logic mem, csr;      
    logic fencei;        
    logic [2:0] sfence;  
    logic flush, retry;  
} rob_exe_t;
typedef struct packed {
    logic iword, isign;     
    logic [2:0] bmask;      
    logic [2:0] eret;       
    logic bneg, j;          
    logic [1:0] af, pf;     
    logic [6:0] interrupt;  
    logic max, min, fencei, sfence, ecall, ebreak, wfi, inv;
    logic iand, ior, sra, srl, ixor, sltu, slt, sll, sub, add;
} alu_funct_t;
typedef struct packed {
    logic mulw, mulhu, mulhsu, mulh, mul;
} mul_funct_t;
typedef struct packed {
    logic remuw, remw, divuw, divw, remu, rem, divu, div;
} div_funct_t;
typedef struct packed {
    logic double;    
    logic [2:0] rm;  
    logic fcvtds, fcvtsd, fcvtfi, fcvtif;        
    logic fmvfx, fclass, fmvxf;                  
    logic fle, flt, feq, fmax, fmin;             
    logic fsgnjx, fsgnjn, fsgnj;                 
    logic fsqrt, fdiv, fnmul, fmul, fsub, fadd;  
} fpu_funct_t;
typedef struct packed {
    logic [2:0] bits;        
    logic [1:0] rsrv, aqrl;  
    logic csr, fence, float, store, load;
} lsu_funct_t;
endpackage
import types::*;
module ci2i(input logic [31:0] ci, output logic [31:0] i);
    logic [7:0][4:0] map;
    always_comb map = {5'd15, 5'd14, 5'd13, 5'd12, 5'd11, 5'd10, 5'd9, 5'd8};
    always_comb
        if (ci[1:0] == 2'b11) i = ci;  
        else case ({ci[15:13], ci[1:0]})
            5'b00000:
                if (ci[12:5] == 8'd0)  
                    i = 0;
                else  
                    i = {{2'd0, ci[10:7], ci[12:11], ci[5], ci[6], 2'd0},
                         5'd2, 3'd0, map[ci[4:2]], 7'h13};
            5'b00100:  
                i = {{4'd0, ci[6:5], ci[12:10], 3'd0},
                     map[ci[9:7]], 3'b011, map[ci[4:2]], 7'h7};
            5'b01000:  
                i = {{5'd0, ci[5], ci[12:10], ci[6], 2'd0},
                     map[ci[9:7]], 3'b010, map[ci[4:2]], 7'h3};
            5'b01100:  
                i = {{4'd0, ci[6:5], ci[12:10], 3'd0},
                     map[ci[9:7]], 3'b011, map[ci[4:2]], 7'h3};
            5'b10100:  
                i = {{4'd0, ci[6:5], ci[12]}, map[ci[4:2]], map[ci[9:7]],
                     3'b011, {ci[11:10], 3'd0}, 7'h27};
            5'b11000:  
                i = {{5'd0, ci[5], ci[12]}, map[ci[4:2]], map[ci[9:7]],
                     3'b010, {ci[11:10], ci[6], 2'd0}, 7'h23};
            5'b11100:  
                i = {{4'd0, ci[6:5], ci[12]}, map[ci[4:2]], map[ci[9:7]],
                     3'b011, {ci[11:10], 3'd0}, 7'h23};
            5'b00001:  
                i = {{{7{ci[12]}}, ci[6:2]}, ci[11:7], 3'b000, ci[11:7], 7'h13};
            5'b00101:  
                i = {{{7{ci[12]}}, ci[6:2]}, ci[11:7], 3'b000, ci[11:7], 7'h1B};
            5'b01001:  
                i = {{{7{ci[12]}}, ci[6:2]}, 5'd0, 3'b000, ci[11:7], 7'h13};
            5'b01101:
                if ({ci[12], ci[6:2]} == 6'd0)  
                    i = 0;
                else if (ci[11:7] == 5'd2)  
                    i = {{{3{ci[12]}}, ci[4:3], ci[5], ci[2], ci[6], 4'd0},
                         5'd2, 3'b000, 5'd2, 7'h13};
                else  
                    i = {{{15{ci[12]}}, ci[6:2]}, ci[11:7], 7'h37};
            5'b10001:
                if (ci[11] == 1'd0)  
                    i = {ci[11:10], 4'd0, {ci[12], ci[6:2]},
                         map[ci[9:7]], 3'b101, map[ci[9:7]], 7'h13};
                else if (ci[10] == 1'd0)  
                    i = {{{7{ci[12]}}, ci[6:2]},
                         map[ci[9:7]], 3'b111, map[ci[9:7]], 7'h13};
                else case ({ci[12], ci[6:5]})
                    3'b000:  
                        i = {7'b0100000, map[ci[4:2]], map[ci[9:7]],
                             3'b000, map[ci[9:7]], 7'h33};
                    3'b001:  
                        i = {7'd0, map[ci[4:2]], map[ci[9:7]],
                             3'b100, map[ci[9:7]], 7'h33};
                    3'b010:  
                        i = {7'd0, map[ci[4:2]], map[ci[9:7]],
                             3'b110, map[ci[9:7]], 7'h33};
                    3'b011:  
                        i = {7'd0, map[ci[4:2]], map[ci[9:7]],
                             3'b111, map[ci[9:7]], 7'h33};
                    3'b100:  
                        i = {7'b0100000, map[ci[4:2]], map[ci[9:7]],
                             3'b000, map[ci[9:7]], 7'h3B};
                    3'b101:  
                        i = {7'b0000000, map[ci[4:2]], map[ci[9:7]],
                             3'b000, map[ci[9:7]], 7'h3B};
                    default: i = 0;
                endcase
            5'b10101:  
                i = {ci[12], ci[8], ci[10:9], ci[6], ci[7], ci[2], ci[11], ci[5:3],
                     ci[12], {8{ci[12]}}, 5'd0, 7'h6F};
            5'b11001:  
                i = {{4{ci[12]}}, ci[6:5], ci[2], 5'd0, map[ci[9:7]], 3'b000,
                     ci[11:10], ci[4:3], ci[12], 7'h63};
            5'b11101:  
                i = {{4{ci[12]}}, ci[6:5], ci[2], 5'd0, map[ci[9:7]], 3'b001,
                     ci[11:10], ci[4:3], ci[12], 7'h63};
            5'b00010:
                if ({ci[12], ci[6:2]} == 6'd0)  
                    i = 0;
                else  
                    i = {6'd0, {ci[12], ci[6:2]}, ci[11:7], 3'b001, ci[11:7], 7'h13};
            5'b00110:  
                i = {{3'd0, ci[4:2], ci[12], ci[6:5], 3'd0},
                     5'd2, 3'b011, ci[11:7], 7'h7};
            5'b01010:  
                i = {{4'd0, ci[3:2], ci[12], ci[6:4], 2'd0},
                     5'd2, 3'b010, ci[11:7], 7'h3};
            5'b01110:  
                i = {{3'd0, ci[4:2], ci[12], ci[6:5], 3'd0},
                     5'd2, 3'b011, ci[11:7], 7'h3};
            5'b10010:
                if (ci[12] == 1'd0)
                    if (ci[6:2] == 5'd0)
                        if (ci[11:7] == 5'd0)  
                            i = 0;
                        else  
                            i = {12'd0, ci[11:7], 3'b000, 5'd0, 7'h67};
                    else  
                        i = {7'd0, ci[6:2], 5'd0, 3'b000, ci[11:7], 7'h33};
                else if (ci[6:2] == 5'd0)
                    if (ci[11:7] == 5'd0)  
                        i = {12'd1, 5'd0, 3'd0, 5'd0, 7'h73};
                    else  
                        i = {12'd0, ci[11:7], 3'b000, 5'd1, 7'h67};
                else  
                    i = {7'd0, ci[6:2], ci[11:7], 3'b000, ci[11:7], 7'h33};
            5'b10110:  
                i = {{3'd0, ci[9:7], ci[12]}, ci[6:2], 5'd2, 3'b011,
                     {ci[11:10], 3'd0}, 7'h27};
            5'b11010:  
                i = {{4'd0, ci[8:7], ci[12]}, ci[6:2], 5'd2, 3'b010,
                     {ci[11:9], 2'd0}, 7'h23};
            5'b11110:  
                i = {{3'd0, ci[9:7], ci[12]}, ci[6:2], 5'd2, 3'b011,
                     {ci[11:10], 3'd0}, 7'h23};
            default: i = 0;  
        endcase
endmodule
--- design/flow/run.sh ---
#!/bin/bash
# OpenROAD 26Q1-2900-gdf79404cd8, Yosys 0.63+post, stock flow scripts
make -C /OpenROAD-flow-scripts/flow DESIGN_CONFIG=/design/flow/config.mk WORK_HOME=/design/flow/orfs finish
--- design/flow/config.mk ---
export PLATFORM = sky130hd
export DESIGN_NAME = ci2i
export DESIGN_NICKNAME = ci2i
export VERILOG_FILES = /design/flow/design.v
export SDC_FILE = /design/flow/constraint.sdc
export NUM_CORES = 4
export LEC_CHECK = 1
export CORE_AREA = 10 10 104 104
export DIE_AREA = 0 0 114 114
--- design/flow/constraint.sdc ---
current_design ci2i

set clk_period 5.2
set clk_io_pct 0.2

create_clock -name clk0 -period $clk_period

set non_clock_inputs [all_inputs -no_clocks]
set_input_delay [expr $clk_period * $clk_io_pct] -clock clk0 $non_clock_inputs
set_output_delay [expr $clk_period * $clk_io_pct] -clock clk0 [all_outputs]
==> impl_metrics.toml <==
# flow metrics
[run_status]
status = "finished clean"

[sta]
rsz0062_at_grt = "false"
maxSlewViolCount = 0
period_used_pct = 93.0
hold_viol_final = 0
setup_viol = 0
clock.fmax_mhz = 207
slew_headroom_pct = 54.9
min_period_ns = 4.83
setup_tns_ns = 0
setup_ws_ns = 0.365
tightest_slew_ns = 0.676

[critical_path]
path_max_fanout = 13
worstSetupStartpointType = "input port"
critPathRequiredTime_ns = 4.16
arrival_ns = 3.79
crit_path_end_kind = "primary output"
critPathKind = "in -> out"

[routing]
drt-total-wl_um = 9970
dr_total_vias = 2630
firstDrtPassIters = 5
post_drt_wl_per_cell_um = 22.2
vias_per_cell = 5.86
route.detailed.drc = 0
num_antenna_cells = 0
drtIter0Drc = 281
final_antenna_net_count = 0

[global_routing]
grtUsageMet3_pct = 3.35
grt_remaining_overflow = 0
antenna_found_initial = 0
grt-busiest-layer = "met2"
grtUsageMet2_pct = 21.9
track_usage_pct = 14.6
grt_pass1_wl_um = 15300
grt_max_degree = 32
grt_pass1_vias = 2558
use_met1_pct = 20.1

[yosys]
synth_stat.cells = 283
synthCells = 283
synth.avg_cell_area_um2 = 5.89
ys_area_um2 = 1670
topCellsByArea = "nand2_1 (9.7%), a21oi_1 (7.5%), o21ai_0 (6.9%)"
syn_area_um2 = 1670
synth_cell_types = 64
ys_seq_share_pct = 0
top_area_cell = "nand2_1"
ys_warn_count = 1
top_cell_area_share_pct = 9.68

[pwr]
p_per_area_nw_per_um2 = 88.8
power_leakage_nw = 0.905
ir_worst_vdd_uv = 30.1

[job]
tool_warnings = 32
drv_cap = 0

[die]
core.rowCount = 34
chipHeight_um = 114
core_area_um2 = 8680
floorplanUtilization_pct = 19.2
die_area_um2 = 13000
ios = 64
die_x_um = 114

[placement]
dpl.hpwl_um = 7840
portBuffers = 64
pre_cts_ws_ns = 0.431
place_congestion = 1.02

[finish]
drive_above_1_share_pct = 10.9
area_growth_pct = 48.7
register_area_um2 = 0
seq_cells = 0
clockBufferCount = 0

[worst_hold_path]
min_path_type = "in -> out"

[cts]
hold_buffers = 0
post_cts_buffers = 0
ctsResizeCount = 0
-- through the flow --
stage	util (%)	hold WS, ns	instance area, µm²	cells	total power, mW
after floorplan	-	2.14	1670	283	0.0959
after global placement	28.6	3.02	2480	449	0.222
after detailed placement	28.6	3.02	2480	449	0.215
after CTS	28.6	3.02	2480	449	0.217
after global routing	28.6	3.04	2480	449	0.236
final	28.6	3.00	2480	449	0.220
-- synthesized netlist by cell type (2+ instances only) --
| cell type | instances |
|---|---|
| o21ai_1 | 2 |
| or3_1 | 2 |
| a211o_1 | 2 |
| buf_1 | 3 |
| nand3_1 | 12 |
| a21oi_1 | 25 |
| o21ai_0 | 23 |
| a21o_1 | 2 |
| o211ai_1 | 5 |
| nand4_1 | 7 |
| nand3b_1 | 2 |
| o22ai_1 | 4 |
| a221oi_1 | 4 |
| nor2b_1 | 4 |
| nor3_2 | 3 |
| inv_1 | 7 |
| a32oi_1 | 3 |
| nand2_1 | 43 |
| o311ai_0 | 2 |
| a31oi_1 | 5 |
| nor2_1 | 24 |
| o31ai_1 | 5 |
| o21a_1 | 2 |
| clkbuf_1 | 10 |
| a221o_1 | 7 |
| or2_0 | 2 |
| nand2b_1 | 5 |
| nor3b_1 | 3 |
| buf_6 | 2 |
| nor3_1 | 7 |
| o41ai_1 | 2 |
| or2_1 | 2 |
| buf_2 | 16 |
| and2_1 | 4 |
| and3_1 | 2 |
| or3b_1 | 2 |
-- worst max-delay path, stage by stage --
cell	delay (ns)
clkdlybuf4s50_1	0.75
buf_4	0.28
buf_4	0.18
a21oi_1	0.05
o31ai_1	0.53
o21ai_1	0.19
a221o_1	0.33
clkdlybuf4s50_1	0.43
-- layout by cell type (no fill, tap or decap), drive strengths merged, types with 7 or more instances in the layout --
| cell | netlist | layout |
|---|---|---|
| nor2 | 24 | 24 |
| o21ai | 25 | 25 |
| nand3 | 12 | 12 |
| a221o | 7 | 7 |
| nor3 | 11 | 11 |
| inv | 7 | 7 |
| buf | 22 | 26 |
| nand2 | 44 | 44 |
| clkdlybuf4s50 | 0 | 64 |
| nand4 | 7 | 7 |
| a21oi | 25 | 25 |
-- metal layers --
layer / up-vias / share of wire (%)
li1: 1183 / -
met1: 1201 / 42
met2: 213 / 43
met3: 33 / 11
met4: 0 / 4.1
met5: - / 0
-- report_power, final --
group	internal [mW]	switching (mW)	leakage (nW)
clock network	0	0	0
logic	0.110	0.110	0.905
registers	0	0	0
-- worst paths after layout --
kind | slack (ns) | depth (start not counted) | from | endpoint
max | 0.37 | 8 | ci[15] | i[7]
min | 3.00 | 4 | ci[29] | i[29]
-- kinds of logic (layout without fill, tap and decap cells) --
logic type,count (synthesis),count (layout),synth area share [%]
buffers and inverters,39,97,11.1
AND/OR/NAND/NOR,135,135,43.5
AND-OR/OR-AND,107,107,44.3
multiplexers,1,1,0.601
XOR/XNOR,1,1,0.526
-- cell type report --
class	count	area, µm²
fill	972	6200
inverter	7	26.3
multi-input combinational	244	1480
tap	108	135
timing repair buffer	90	836
Power figures rest on the tool's default switching activity, not on a simulated workload.
