[design/flow/design.v]
module mwpram #(parameter width = 64, parameter depth = 64,
    parameter rports = 2, parameter wports = 1) (
    input  logic clk,
    input  logic rst,
    input  logic [rports-1:0][$clog2(depth)-1:0] raddr,   
    output logic [rports-1:0]        [width-1:0] rvalue,  
    input  logic [wports-1:0][$clog2(depth)-1:0] waddr,   
    input  logic [wports-1:0]        [width-1:0] wvalue,  
    input  logic [wports-1:0]                    wena     
);
    localparam selwd = wports == 1 ? 1 : $clog2(wports);
    logic [selwd-1:0] sel[depth-1:0];  
    always_ff @(posedge clk)
        for (int i = 0; i < wports; i++) if (wena[i]) sel[waddr[i]] <= (selwd)'(i);
    for (genvar i = 0; i < wports; i++) begin : dupregs
        logic [width-1:0] regs[depth-1:0];  
        always_ff @(posedge clk)
            if (wena[i]) regs[waddr[i]] <= wvalue[i];  
    end
    for (genvar i = 0; i < rports; i++) begin
        logic [width-1:0] dupval[wports-1:0];
        for (genvar j = 0; j < wports; j++)
            always_comb dupval[j] = dupregs[j].regs[raddr[i]];
        always_comb rvalue[i] = dupval[sel[raddr[i]]];  
    end
endmodule
[design/flow/constraint.sdc]
current_design mwpram

set clk_period 18.7
set clk_io_pct 0.2

create_clock -name clk0 -period $clk_period [get_ports {clk}]

set non_clock_inputs [all_inputs -no_clocks]
set_input_delay [expr $clk_period * $clk_io_pct] -clock clk0 $non_clock_inputs
set_output_delay [expr $clk_period * $clk_io_pct] -clock clk0 [all_outputs]
[design/flow/config.mk]
export PLATFORM = sky130hd
export DESIGN_NAME = mwpram
export DESIGN_NICKNAME = mwpram
export VERILOG_FILES = /design/flow/design.v
export SDC_FILE = /design/flow/constraint.sdc
export NUM_CORES = 4
export LEC_CHECK = 1
export CORE_UTILIZATION = 40
export SYNTH_MEMORY_MAX_BITS = 65536
[design/flow/run.sh]
#!/bin/bash
# OpenROAD 26Q1-2900-gdf79404cd8, Yosys 0.63+post, stock flow scripts
make -C /OpenROAD-flow-scripts/flow DESIGN_CONFIG=/design/flow/config.mk WORK_HOME=/design/flow/orfs finish
==> impl_metrics.toml <==
# implementation run metrics
[outcome]
status = "completed"

[setup_path]
worstPathMaxFanout = 29
worst_setup_path_end_kind = "output pin"
cp-start-kind = "input port"
arrival_ns = 9.50
path_class = "input port to output pin"
required_ns = 14.96

[die]
core_area_mm2 = 0.4605
placementRows = 249
die_area_mm2 = 0.4659
fp-utilization = 0.4023
die_h_um = 682.5
die_w_um = 682.5
ios = 213

[global_routing]
globalRouteTotalUtil = 0.3244
grt_pass1_vias = 120079
grt_start_max_net_pins = 82
grt_pass1_wl_um = 935000
grt-ovfl-total = 0
antenna_found_initial = 60

[final_timing]
setup_slack_ns = 5.464
rsz0062_at_grt = "no"
fin_crit_ns = 13.24
holdWs_ns = 3.201
hold_viol = 0
max_slew.worst_pin.slew_ns = 1.322
finalMaxSlewViolations = 0
finalSetupViolCount = 0
fin_crit_sh = 0.7078
slew-limit-headroom = 0.1190
final.setup.tns_ns = 0
fmax_mhz = 75.55

[yosys]
mappedNetlistArea_mm2 = 0.1853
synthArstFlopShare = 0
yosys-stat-cells = 8713
synth_warnings = 3
largest_area_cell = "edfxtp_1"
top_cell_area_share = 0.6640
synth_top_flop_cell = "edfxtp_1"
area_leaders = "edfxtp_1 (66%), mux4_2 (25%), o22ai_1 (1.8%)"
netlist_instances = 8713
synth-seq-area-share = 0.6640
synth-edff-count = 4096
synth_flops = 4096
synth_area_per_cell_um2 = 21.26
synth_chip_area_mm2 = 0.1853
synth_cell_types = 41

[run]
warning_count = 28
drv_cap = 0

[detailed_routing]
drt_wl_total_um = 680000
vias = 105572
viasPerCell = 6.687
drc = 0
routed_wire_length_per_instance_um = 43.07
first_pass_iters = 6
antenna_left = 0
initialDrtViolationCount = 7193

[cts]
postCtsHoldBufs = 0
cts_made_buffers = 426
post_cts_buffers = 0
cts_htree_levels = 5
clk_path_buf_depth = 4
cts.clk_slew.worst_paths_ns = 0.06
clkSinkCount = 4096
cts_resized = 0
cts-root-buf = "clkbuf_16"
cts_tree = "yes"

[worst_hold_path]
holdPathStages = 1
hold_end = "dupregs[0].regs[14][40]"
min_from = "wvalue[40]"
hold_path_class = "input port to register"

[cells_and_area]
post-route-cell-area_mm2 = 0.2102
num-fill-cells = 37536
combGateArea_mm2 = 0.05915
syn2layout_area_growth_pct = 13.49
layout-drive-gt1-share = 0.3608
register_area_mm2 = 0.1230
largest_register_ffs = 4096

[placed_design]
place.gp.congestion = 0.9365
place_ws_ns = 5.553
port_buffers = 211
dpl-instance-area_mm2 = 0.1963
place_hpwl_um = 411300

[power_and_ir_drop]
power_density_mw_per_mm2 = 97.27
p_leak_nw = 64.47
ir_drop_mv = 0.07920
cell families after synthesis:
group | synth area share
buf+inv | 0.02076
mux | 0.2556
compound gates | 0.04870
flops | 0.6640
simple gates | 0.01095
metrics by stage:
stage	utilization	total power, mW	cells
after floorplan	-	11.33	8713
after global placement	0.4263	12.14	14922
after detailed placement	0.4263	12.15	14923
after CTS	0.4561	20.51	15709
after global routing	0.4564	20.93	15749
final	0.4566	20.45	15787
where the power goes:
group | switching, mW | internal (mW)
clock | 3.64 | 4.84
sequential | 0.0254 | 10.2
combinational | 1.09 | 0.689
layout by cell type (no fill, tap or decap), types with 73 or more instances in the layout:
cell type,netlist,final
mux4_2,2016,2016
a22o_1,136,136
clkdlybuf4s50_1,0,137
mux2i_1,177,177
a211oi_1,79,79
clkinv_2,0,100
o22ai_1,533,533
o221ai_1,73,73
nor2_1,164,98
edfxtp_1,4096,4096
diode_2,0,78
buf_4,140,579
a221oi_1,134,130
clkinv_1,0,107
a21oi_1,128,128
clkbuf_16,0,436
synthesized netlist by cell type, types with 19 or more instances:
cell type / n
a21oi_1: 128
a211oi_1: 79
nor4_1: 55
buf_4: 140
o221ai_1: 73
buf_6: 30
edfxtp_1: 4096
nor3_1: 63
a22oi_1: 37
a221oi_1: 134
buf_2: 242
buf_1: 33
mux2i_1: 177
nand2_1: 39
mux4_2: 2016
a22o_1: 136
nor2b_1: 30
clkbuf_1: 296
o22ai_1: 533
o22a_1: 51
nor2_1: 164
a221oi_2: 19
worst max-delay path by stage:
stage                         to     start
final                 rvalue[91]  raddr[9]
after global routing  rvalue[80]  raddr[7]
after CTS             rvalue[80]  raddr[7]
worst max-delay path: stages:
cell and delay (ns):
buf_4 0.47, buf_4 0.58, buf_4 0.59, nor2b_1 0.09, buf_4 0.25, nand2_4 0.67, buf_4 0.54, o22ai_1 0.20
nor4_2 0.84, buf_4 0.25, o22a_1 0.50, clkdlybuf4s50_1 0.58
final cells by class:
class,count,share of cell area
repair buffers,803,0.03077
multi-input cells,3874,0.2814
well taps,6149,0.03660
clock inverters,286,0.01223
diodes,78,0.0009284
inverters,1,0.00002976
clock buffers,500,0.05304
flip-flops and latches,4096,0.5851
metal layers:
layer / track usage / vias up / wire, um
li1: - / 40317 / -
met1: 0.3113 / 53258 / 177000
met2: 0.4396 / 10009 / 301500
met3: 0.3176 / 1872 / 152900
met4: 0.1641 / 116 / 45090
met5: 0.06732 / - / 3437
Power is estimated from default activity; no workload was simulated.
